[run.sh]
#!/bin/bash
# OpenROAD 26Q1-2900-gdf79404cd8, Yosys 0.63+post, stock flow scripts
make -C /OpenROAD-flow-scripts/flow DESIGN_CONFIG=/design/flow/config.mk WORK_HOME=/design/flow/orfs finish
[config.mk]
export PLATFORM = sky130hd
export DESIGN_NAME = uart_tx
export DESIGN_NICKNAME = uart_tx
export VERILOG_FILES = /design/flow/design.v
export SDC_FILE = /design/flow/constraint.sdc
export NUM_CORES = 4
export LEC_CHECK = 1
export CORE_AREA = 10 10 81 81
export DIE_AREA = 0 0 91 91
[constraint.sdc]
current_design uart_tx

set clk_period 2.5
set clk_io_pct 0.2

create_clock -name clk0 -period $clk_period [get_ports {clk}]

set non_clock_inputs [all_inputs -no_clocks]
set_input_delay [expr $clk_period * $clk_io_pct] -clock clk0 $non_clock_inputs
set_output_delay [expr $clk_period * $clk_io_pct] -clock clk0 [all_outputs]
[design.v]
module uart_tx(
    input clk,
    input start,
    input [7:0] data,
    output reg tx
);
    reg [3:0] bit_index;    
    reg [7:0] tx_buffer;    
    reg sending;            
    always @(posedge clk) begin
        if (start && !sending) begin
            tx_buffer <= data;        
            bit_index <= 0;           
            tx <= 0;                  
            sending <= 1;
        end 
        else if (sending) begin
            if (bit_index < 8) begin
                tx <= tx_buffer[bit_index];  
                bit_index <= bit_index + 1;
            end else begin
                tx <= 1;              
                sending <= 0;         
            end
        end
    end
endmodule
==> run notes <==
The layout was made with Yosys and OpenROAD.

The run finished with clean final reports. STA classifies the critical path endpoint as a primary output. The worst-skew pair later-pin latency is 0.24 ns. The post-synthesis cell count is 39.

The iteration count recorded for the first detailed-route pass is 4. The top-level port count is 11. Between the synthesized netlist and the finished layout, the area growth was recorded as 41.7%. Post-CTS timing repair inserted 0 buffers for setup.

The tree is rooted in a sky130_fd_sc_hd__clkbuf_8. The number of gates resized after CTS is 0. The via count of the first global-routing pass is 374.

After synthesis, the chip area reported by Yosys is 541 µm². The count of distinct cell types in the synthesized netlist is 21. The type of the worst setup path is reg -> out. The required time at the worst-slack endpoint is ~2 ns. The largest area contributor in the netlist is sky130_fd_sc_hd__edfxtp_1. The setup check on the worst reg-to-reg path leaves a slack of about 1.2 ns. Per Yosys stat, the portion of area used by sequential elements is ~67%. After its last routability iteration, the placer logged a weighted congestion of slightly below 0.8. The wire length of the first global-routing pass is approximately 1600 µm. The largest stage delay on the critical path is between 0.4 and 0.5 ns. The number of DRC markers after the initial detailed-route iteration is 16. Entering global routing, the biggest net connects 12 pins. The slew at the pin with the worst max-slew slack is around 0.28 ns. The HPWL after detailed placement is 664 µm. The cell sequence reported for the critical path is clkdlybuf4s50_1.

The slowest stage of the critical path is the sky130_fd_sc_hd__clkdlybuf4s50_1 cell. The synthesis report names the predominant flop master as sky130_fd_sc_hd__edfxtp_1. The number of design rule violations left after detail routing is 0. Hold repair after CTS inserted 0 buffers. For this design, Yosys synthesis ends with a cell count of 39. The depth of the CTS H-tree is 1. The count of standard-cell rows is 25. The data arrival time reported for the critical path is ~1.0 ns.

Among all cell types in the netlist, the one instantiated most often is sky130_fd_sc_hd__edfxtp_1. Ranked by instance count, the synthesized netlist is headed by sky130_fd_sc_hd__edfxtp_1 (8), sky130_fd_sc_hd__dfxtp_1 (6), sky130_fd_sc_hd__nor2_1 (3). Headroom to the max-slew limit came out at between 80% and 90%. Of all nets on the critical path, the largest fanout is 2. The total via count after detailed routing is 331. Buffers inserted during clock tree synthesis total 3. The total congestion overflow is 0. Looking at the reg2reg group, the worst path starts from bit_index[0]$_SDFFE_PP0P_. The final timing report derives a shortest allowable period of between 1.5 and 2 ns. The worst setup margin is ~0.96 ns. CTS reports a maximum clock tree buffer depth of 2. The number of enable flip-flop cells is 8.

The number of max-capacitance violations reported is 0. The average detailed-routed wire length per instance is 7.46 µm. The die covers just over 0.008 mm².

The mapped netlist covers between 500 and 600 µm². The total of flip-flops plus latches after synthesis is 14. TritonCTS built the clock tree. The maximum resistive drop on vdd is approximately 0.54 mV. The number of warnings in the stage logs is 25. For this run, the detailed router reports a per-instance via density of approximately 2.8.

The clock slew seen by the registers of the worst setup and hold paths is ~0.05 ns. The max-slew violation count is 0. The floorplan core area is about 0.0048 mm². The critical path launch point type is a flip-flop. The post-detailed-routing wire length is ~900 µm. The die outline height is a little over 90 µm. The clock skew after layout is ~0.0017 ns. The die is just over 90 µm wide. The hold path startpoint is tx$_SDFFE_PP0P_.

The pre-CTS setup check shows a worst slack of ~0.83 ns. The warning count from the yosys run is 1. The total cell area at the placement stage is approximately 720 µm². The fraction of final layout cells with drive strength greater than 1 is between 10% and 20%. In this run the biggest area consumer among cell types represents between 40% and 50% of the synthesized area. The total buffers and inverters traversed by the critical path is 1. The finished cells cover roughly 770 µm². The placement report lists the number of port buffers as 10. Each instance of the synthesized netlist takes up on average 13.9 µm².

The total of endpoints with negative setup slack in the final report is 0. The fraction of registers with async set/reset is 0%. The antenna diode count is 0. The number of antenna violations at the first check in global routing is 0. The tally of nets with antenna violations remaining after routing is 0. The leakage dissipation is 0.260 nW.

The classification of the worst-slack hold path is reg -> reg. The report lists the power per cell area as roughly 1100 mW/mm². The fill cell instance count of the final layout is ~540. The fraction of the core area occupied by cells at floorplan is between 10% and 20%.

The post-route clock period utilization is just over 60%. The clock sink count is 14. The overall global routing resource usage is roughly 2.3%. In this design, the largest share of critical-path delay is due to buffers and inverters. The setup TNS is 0 ns. Setup repair after global routing left no endpoint under its margin. Based on the critical path, the design can be clocked at up to approximately 0.65 GHz. The main area contributors are sky130_fd_sc_hd__edfxtp_1 (44%), sky130_fd_sc_hd__dfxtp_1 (22%), sky130_fd_sc_hd__mux4_2 (4.2%).

The final-report hold violation count is 0. The start point of the critical path is tx$_SDFFE_PP0P_.
## per-layer routing
| layer | share of wire (%) | GRT usage, % | wire [µm] | vias to the layer above |
|---|---|---|---|---|
| met3 | 13 | 1.91 | 116 | 0 |
| met2 | 34 | 3.04 | 305 | 16 |
| met5 | 0 | 0 | 0 | - |
| met1 | 53 | 2.98 | 473 | 148 |
| met4 | 0 | 0 | 0 | 0 |
| li1 | - | - | - | 167 |
## power breakdown
part	switching, W	total, W	leakage (nW)	internal [W]
Clock	0.0000690	0.000177	0.0231	0.000108
Sequential	0.0000634	0.000384	0.124	0.000321
Combinational	0.000105	0.000244	0.113	0.000139
## cells in the final DEF, fill, tap and decap left out
cell                              instances
sky130_fd_sc_hd__o21ai_1                  1
sky130_fd_sc_hd__nand3_1                  1
sky130_fd_sc_hd__xor2_1                   1
sky130_fd_sc_hd__dfxtp_1                  6
sky130_fd_sc_hd__mux2i_1                  1
sky130_fd_sc_hd__and2b_1                  1
sky130_fd_sc_hd__o31a_1                   1
sky130_fd_sc_hd__clkinv_1                 1
sky130_fd_sc_hd__nor2_1                   3
sky130_fd_sc_hd__mux4_2                   1
sky130_fd_sc_hd__or2_1                    1
sky130_fd_sc_hd__clkdlybuf4s50_1         10
sky130_fd_sc_hd__clkbuf_8                 3
sky130_fd_sc_hd__buf_4                    1
sky130_fd_sc_hd__nand3b_1                 1
sky130_fd_sc_hd__a21oi_1                  2
sky130_fd_sc_hd__nand2_1                  2
sky130_fd_sc_hd__inv_1                    2
sky130_fd_sc_hd__nor2b_1                  1
sky130_fd_sc_hd__edfxtp_1                 8
sky130_fd_sc_hd__mux2_2                   1
sky130_fd_sc_hd__xnor2_1                  1
sky130_fd_sc_hd__ha_1                     1
sky130_fd_sc_hd__a31oi_1                  2
## per-stage QoR
stage               cells  hold WS [ns]  power, W  util [%]
floorplan              39         0.474  0.000561         -
global placement      116         0.506  0.000616      15.0
detailed placement    116         0.522  0.000622      15.0
CTS                   120         0.545  0.000812      15.9
global route          120         0.578  0.000868      15.9
finish                120         0.550  0.000805      15.9
## logic make-up (layout without fill, tap and decap cells)
group / after synthesis / after routing / synth area share, %
XOR/XNOR: 2 / 2 / 3.24
multiplexers: 3 / 3 / 8.10
buffers and inverters: 3 / 17 / 3.47
AND-OR/OR-AND: 6 / 6 / 6.71
AND/OR/NAND/NOR: 10 / 10 / 9.49
adder cells (fa/ha/maj): 1 / 1 / 2.31
flip-flops: 14 / 14 / 66.7
## worst min-delay path, cell delays in order, from the launching register on
cell and delay [ns]:
sky130_fd_sc_hd__dfxtp_1 0.30, sky130_fd_sc_hd__a21oi_1 0.14, sky130_fd_sc_hd__a31oi_1 0.06
## final timing paths
path | cells after the start | endpoint
worst min-delay path | 2 | tx$_SDFFE_PP0P_
worst min register to register | 2 | tx$_SDFFE_PP0P_
worst max-delay path | 1 | tx
worst max register to register | 3 | tx$_SDFFE_PP0P_
## area by class of cell
class | instances | area (µm²) | share of cell area [%]
repair buffers | 11 | 108 | 14.1
multi-input cells | 22 | 161 | 21.1
clock inverters | 1 | 3.75 | 0.490
well taps | 67 | 83.8 | 10.9
inverters | 2 | 7.51 | 0.980
clock buffers | 3 | 41.3 | 5.39
flip-flops and latches | 14 | 360 | 47.1
## sequential cells by signal (all words and copies together), names as in the netlist
register and cells:
tx 1, sending 1, tx_buffer 8, bit_index 4
Power figures rest on the tool's default switching activity, not on a simulated workload.
