`design/flow/run.sh`:
```
#!/bin/bash
# OpenROAD 26Q1-2900-gdf79404cd8, Yosys 0.63+post, stock flow scripts
make -C /OpenROAD-flow-scripts/flow DESIGN_CONFIG=/design/flow/config.mk WORK_HOME=/design/flow/orfs finish
```
`design/flow/config.mk`:
```
export PLATFORM = sky130hd
export DESIGN_NAME = digital_clock
export DESIGN_NICKNAME = digital_clock
export VERILOG_FILES = /design/flow/design.v
export SDC_FILE = /design/flow/constraint.sdc
export NUM_CORES = 4
export LEC_CHECK = 1
export CORE_AREA = 10 10 88 88
export DIE_AREA = 0 0 98 98
```
`design/flow/constraint.sdc`:
```
current_design digital_clock

set clk_period 3.9
set clk_io_pct 0.2

create_clock -name clk0 -period $clk_period [get_ports {clk}]

set non_clock_inputs [all_inputs -no_clocks]
set_input_delay [expr $clk_period * $clk_io_pct] -clock clk0 $non_clock_inputs
set_output_delay [expr $clk_period * $clk_io_pct] -clock clk0 [all_outputs]
```
`design/flow/design.v`:
```
module digital_clock(
  input wire clk,           
  input wire reset,         
  output reg [5:0] seconds,
  output reg [5:0] minutes,
  output reg [5:0] hours
);
  always @(posedge clk or posedge reset) begin
    if (reset) begin
      seconds <= 0;
      minutes <= 0;
      hours <= 0;
    end else begin
      if (seconds == 59) begin
        seconds <= 0;
        if (minutes == 59) begin
          minutes <= 0;
          if (hours == 23) begin
            hours <= 0;
          end else begin
            hours <= hours + 1;
          end
        end else begin
          minutes <= minutes + 1;
        end
      end else begin
        seconds <= seconds + 1;
      end
    end
  end
endmodule
```
==> flow_summary.toml <==
# flow metrics
[outcome]
outcome = "complete, no violations"

[global_route]
grt_pass1_vias = 650
grt_usage_pct = 4.32
grt_pass1_wl_mm = 3.46
antenna_found_initial = 0
grt_max_degree = 19
overflow = 0

[die]
ios = 20
die_area_sq_um = 9600
fp_util_pct = 15.0
core-area_sq_um = 5920
num_rows = 28
dieHeight_um = 98
fp.dieW_um = 98

[timing]
setup_slack_ns = 1.81
clock-skew-final_ns = 0.00115
finalSetupTns_ns = 0
setup_viol = 0
worstMarginPinSlew_ns = 0.701
slew_viol_final = 0
finalClockPeriodUsage_pct = 53.5
grt_setup_unrepaired = "no"
fmax_mhz = 479
fin_crit_ns = 2.09
hold_viol_final = 0
slew_headroom_pct = 53.2

[yosys]
netlist_area_sq_um = 891
area_leaders = "dfrtp_1 (51%), ha_1 (4.2%), nand3_1 (3.4%), nand2_1 (2.9%), o21ai_0 (2.8%)"
yosys_warnings = 1
ys_cells = 85
avgSynthCellArea_sq_um = 10.5
synth_cells = 85
ys_types = 30
top_cell_area_share_pct = 50.6
ys_area_sq_um = 891
ys_ff = 18
ys_seq_share_pct = 50.6
largest_area_cell = "dfrtp_1"

[pwr]
pwr-share-comb_pct = 1.4
ir_drop_uv = 298
cellPowerDensity_nw_per_um2 = 283
clkPwrFrac_pct = 43.9
switchingPower_uw = 63.8
power_leakage_nw = 0.521
switching_share_pct = 18.7
finalPower_uw = 341
p_int_uw = 277
p_seq_share_pct = 54.7

[setup_path]
arrival_ns = 1.31
max_stage_delay_ns = 0.53
critPathLaunchType = "flop"
path_cells = "clkdlybuf4s50_1"
crit_family = "flip-flops"
worst-path-buf-inv = 1
path_class = "flop to primary output"
path_max_fanout = 12
critical_path_required_ns = 3.12
cp_slowest_cell = "dfrtp_1"
endpoint_kind = "primary output"

[clock_tree]
htreeDepth = 1
cts-resized-gates = 0
cts_tree = "yes"
cts.path.max_buffers = 2
cts_root_buf = "clkbuf_8"
cts_inserted_buffers = 3
clock_sinks = 18
postCtsSetupBuffers = 0
cts_hold_buf = 0
path_clk_slew_ns = 0.07
clk_latency_ns = 0.25

[place]
dp_hpwl_mm = 1.53
gp_congestion = 0.749
post_dp_cell_area_sq_um = 1150
place_ws_ns = 1.97
port_buffers = 19

[route]
diodes = 0
wl_mm = 2.07
drt_iter0_drc = 28
via_count = 676
drt_first_pass_iters = 3
routedWlPerCell_um = 11.5
viasPerCell = 3.78
post-route-drc-count = 0
postRouteAntennaNets = 0

[finish]
fin_area_sq_um = 1200
fill_cells = 636
area_growth_pct = 35.3
layout-drive-gt1-share_pct = 7.69

[worst_hold_path]
hold_class = "flop to flop"

[job]
warnings = 25
cap_violations = 0
## final cells by class
type	count	area, sq um	area share [%]
clock buffer	4	55.1	4.57
inverter	2	7.51	0.623
sequential	18	450	37.4
multi-input combinational	61	408	33.9
tap	75	93.8	7.79
timing repair buffer	19	190	15.8
## synth_stat cells (all sizes together)
| master | n |
|---|---|
| inv | 2 |
| a22o | 1 |
| mux2 | 2 |
| nand2 | 7 |
| and4b | 1 |
| a21o | 2 |
| o31ai | 2 |
| xnor2 | 2 |
| o211ai | 3 |
| o22a | 1 |
| or4 | 1 |
| nand4bb | 1 |
| a31oi | 2 |
| nor4b | 1 |
| ha | 3 |
| clkbuf | 1 |
| a41oi | 1 |
| nor3 | 3 |
| mux2i | 1 |
| and2 | 1 |
| a31o | 2 |
| dfrtp | 18 |
| nand4 | 3 |
| nand3 | 6 |
| buf | 3 |
| nor2 | 6 |
| nor2b | 2 |
| xor2 | 2 |
| o21ai | 5 |
## layer usage
metal  global-route usage (%)  vias up  wire length [um]  share of wire [%]
li1                         -      356                 -                  -
met4                    0.224        0                12               0.58
met3                     1.99        2               150                7.3
met5                        0        -                 0                  0
met1                     6.11      302              1060                 51
met2                     6.14       16               844                 41
## cells by family after synthesis
group                      Yosys count  share of synthesized area, %
muxes                                3                          3.65
DFF                                 18                          50.6
buffers and inverters                6                          3.65
adders and majority gates            3                          4.21
xor gates and xnor gates             4                          3.93
AOI/OAI and AO/OA                   19                          15.0
and+or+nand+nor                     32                          19.0
## sequential cells by signal (all words and copies together) (netlist names)
| name | cells |
|---|---|
| hours | 6 |
| minutes | 6 |
| seconds | 6 |
## power groups by stage
stage                 sequential, mW  clock, mW  combinational [mW]
after CTS                      0.187      0.157             0.00511
after global routing           0.186      0.164             0.00555
final                          0.187      0.150             0.00466
## worst paths after layout
| check | cells past startpoint | slack [ns] | end | from |
|---|---|---|---|---|
| hold / removal | 1 | 0.53 | hours[5] | hours[5] |
| max in group asynchronous | 2 | 2.51 | minutes[0] | reset |
| min in group asynchronous | 2 | 0.95 | hours[5] | reset |
| hold reg to reg | 1 | 0.53 | hours[5] | hours[5] |
| setup / recovery | 1 | 1.81 | minutes[2] | minutes[2] |
| setup reg to reg | 5 | 1.93 | hours[3] | seconds[0] |
## cells in the final DEF (no fill, tap or decap)
cell / instances
clkdlybuf4s50_1: 19
dfrtp_1: 18
nand2_1: 7
nor2_1: 6
nand3_1: 6
o21ai_0: 5
clkbuf_8: 4
nand4_1: 3
o211ai_1: 3
nor3_1: 3
ha_1: 3
inv_1: 2
a31oi_1: 2
a31o_2: 2
a21o_1: 2
mux2_2: 2
xor2_1: 2
xnor2_1: 2
nor2b_1: 2
o31ai_1: 2
and4b_1: 1
and2_1: 1
o22a_1: 1
nand4bb_1: 1
nor4b_1: 1
a22o_1: 1
or4_1: 1
mux2i_1: 1
a41oi_1: 1
## stage by stage
step	hold WS [ns]	utilization (%)	cells
2_1_floorplan	0.456	-	85
6_report	0.527	20.4	179
3_3_place_gp	0.506	19.4	175
3_5_place_dp	0.516	19.4	175
4_1_cts	0.528	20.4	179
5_1_grt	0.544	20.4	179
No activity file was given, so power comes from the tool's default toggle rates.
