File: ./constraint.sdc
current_design blink_led

set clk_period 3.7
set clk_io_pct 0.2

create_clock -name clk0 -period $clk_period [get_ports {clk}]

set non_clock_inputs [all_inputs -no_clocks]
set_input_delay [expr $clk_period * $clk_io_pct] -clock clk0 $non_clock_inputs
set_output_delay [expr $clk_period * $clk_io_pct] -clock clk0 [all_outputs]
File: ./run.sh
#!/bin/bash
# OpenROAD 26Q1-2900-gdf79404cd8, Yosys 0.63+post, stock flow scripts
make -C /OpenROAD-flow-scripts/flow DESIGN_CONFIG=/design/flow/config.mk WORK_HOME=/design/flow/orfs finish
File: ./config.mk
export PLATFORM = sky130hd
export DESIGN_NAME = blink_led
export DESIGN_NICKNAME = blink_led
export VERILOG_FILES = /design/flow/design.v
export SDC_FILE = /design/flow/constraint.sdc
export NUM_CORES = 4
export LEC_CHECK = 1
export CORE_AREA = 10 10 94 94
export DIE_AREA = 0 0 104 104
File: ./design.v
module blink_led #(
    parameter integer TOGGLE_INTERVAL = 24'd5_000_000   
)(
    input        clk,      
    output reg   led       
);
    reg [23:0] counter;
    always @(posedge clk) begin
        counter <= counter + 1;
        if (counter == TOGGLE_INTERVAL) begin
            led     <= ~led;            
            counter <= 24'd0;           
        end
    end
endmodule
==> impl_metrics.tcl <==
# metrics dict for downstream scripts
set metrics [dict create \
    worstReg2RegEnd "counter[6]" \
    yosysSeqAreaShare_pct 44.98 \
    ys_top_logic_family "simple AND/OR/NAND/NOR gates" \
    design.die.area_um2 10820 \
    slew_viol_final 0 \
    vias 801 \
    finalWeightedCongestion 0.8174 \
    fp-utilization_pct 16.61 \
    layout.filler_cells 771 \
    synth.lib_cells_used.distinct 28 \
    max-vdd-ir-drop_mv 0.1220 \
    netlist_area_um2 1135 \
    ys_sh_adder_pct 2.205 \
    final_period_minus_worst_setup_slack_ns 1.875 \
    yosys.area_share.xor_xnor_pct 13.89 \
    regToRegStartpoint "counter[2]" \
    clock_tree.root_cell "sky130_fd_sc_hd__clkbuf_8" \
    grt_setup_unrepaired "false" \
    top_fanout_value_on_the_critical_path 7 \
    grt_antenna_before_repair 0 \
    setup_viol_count_final 0 \
    hold_class "flop to flop" \
    endpoint_kind "flop" \
    ctsHtreeMaxLevel 1 \
    synthesis.yosys.warnings 1 \
    dpl-instance-area_um2 1242 \
    placeableCoreArea_um2 6832 \
    route.detailed.drc 0 \
    worst_hold_startpoint "counter[23]" \
    timing_worst_setup_path_type "flop to flop" \
    placementRows 30 \
    static-leakage-power_uw 0.0004955 \
    grt_overflow_total 0 \
    cts_sinks 25 \
    timing_worst_slew_pin_value_ns 0.6795 \
    ctsResizeCount 0 \
    simple_gate_share_of_the_synthesized_area_pct 30.10 \
    max_cap_violations 0 \
    area_delta_synth_final_pct 13.67 \
    cts_buffers 3 \
    hold_violations 0 \
    cts_tree "done" \
    timing.hold.worst_path_depth 1 \
    critical_path_arrival_ns 2.04 \
    drtIter0Drc 30 \
    yosys_chip_area_um2 1135 \
    most-common-layout-cells "24 x sky130_fd_sc_hd__dfxtp_1, 12 x sky130_fd_sc_hd__nand3_1, 11 x sky130_fd_sc_hd__xor2_1" \
    status "finished, final reports clean" \
    ys_seq_elements 25 \
    cts_setup_buffers 0 \
    grt_pass1_vias 750 \
    final_area_um2 1290 \
    die_width_um 104 \
    ff2ff_path_depth 5 \
    detail_route.wl_per_cell_um 8.630 \
    worst-endpoint-required_ns 3.87 \
    vias_per_cell 3.708 \
    drt-total-wl_um 1864 \
    power_density_nw_per_um2 333.6 \
    ant_nets 0 \
    detailedRoute.firstPassIterationCount 4 \
    timing.setup.tns_ns 0 \
    finalClockSkew_ns 0.005700 \
    dp_slack_ns 1.860 \
    clock.fmax_ghz 0.5332 \
    layoutNonFillerInstCount 216 \
    synthAoiAreaFrac_pct 4.300 \
    post_route_cells_drive_above_1_share_pct 10.00 \
    global_route_wire_length_before_repair_um 3229 \
    cts.clk_slew.worst_paths_ns 0.09 \
    antenna_cells_inserted 0 \
    whs_endpoint "counter[23]" \
    slew-limit-headroom_pct 54.32 \
    synth.area.mux_share_pct 0 \
    cp-start-kind "flop" \
    pin_count_of_the_biggest_net_entering_global_routing 16 \
    postSynthCellCount 119 \
    dp_hpwl_um 1330 \
    dp.cells 212 \
    max-clock-path-buffers 2 \
    die_h_um 104 \
    yosys-stat-cells 119 \
    global_route.usage.total_pct 3.331 \
    layout_top_cell_excl_fill_tap "sky130_fd_sc_hd__dfxtp_1" \
    io_buffers 1 \
    ioPinCount 2 \
    syn_avg_cell_area_um2 9.536 \
    reg2reg_slack_ns 1.82 \
    fin_ws_ns 1.825 \
    cts_hold_buffers 0 \
    clock.latency.late_pin_ns 0.27 \
    min_period_over_period_pct 50.69 \
    openroad.warnings 26 \
]
==> sequential cells by signal (all words and copies together), names as in the netlist <==
register	cells
counter	24
led	1
==> power breakdown <==
| group | total [uW] | leakage, uW | internal (uW) | switching, uW |
|---|---|---|---|---|
| clock network | 160 | 0.0000260 | 76.7 | 83.4 |
| registers | 270 | 0.000205 | 270 | 0 |
| logic | 0.000265 | 0.000265 | 0 | 0 |
| total | 430 | 0.000495 | 347 | 83.4 |
==> per-layer routing <==
layer  wire (um)  track usage, %  vias up
met1        1016           4.804      358
met2         737           4.865       12
li1            -               -      429
met5           0               0        -
met3          92           1.065        2
met4          18          0.3976        0
==> metrics by stage <==
| step | hold slack [ns] | utilization (%) | power [uW] |
|---|---|---|---|
| after floorplan | 0.4256 | - | 276.6 |
| after global placement | 0.4446 | 18.19 | 276.6 |
| after detailed placement | 0.4489 | 18.19 | 276.6 |
| after CTS | 0.4648 | 18.88 | 439.7 |
| after global routing | 0.4800 | 18.88 | 450.1 |
| final | 0.4591 | 18.88 | 430.3 |
==> worst max path at each step <==
stage	from	to	slack [ns]	depth (start not counted)
finish	counter[2]	counter[6]	1.82	5
CTS	counter[2]	counter[6]	1.82	5
global route	counter[3]	counter[6]	1.66	5
==> critical path, stage by stage, from the launching register on <==
cell and delay (ns):
sky130_fd_sc_hd__dfxtp_1 0.39, sky130_fd_sc_hd__nor4b_1 0.35, sky130_fd_sc_hd__nand2_1 0.11, sky130_fd_sc_hd__nor4_2 0.59, sky130_fd_sc_hd__buf_4 0.27, sky130_fd_sc_hd__nor2_1 0.06
==> cells by family (layout without fill, tap and decap cells) <==
kind of cell,Yosys count,count (layout)
and+or+nand+nor,57,57
xor gates and xnor gates,18,18
AOI/OAI and AO/OA,8,8
adders and majority gates,2,2
buffers and inverters,9,10
DFF,25,25
==> synthesized netlist by cell type (all sizes together) <==
cell type,instances,area [um2]
o31ai,2,15.01
or4,2,18.77
xor2,11,96.34
nor4b,4,35.03
nand3,12,60.06
nor2,8,30.03
ha,2,25.02
inv,4,15.01
dfxtp,24,480.5
or3,1,7.510
buf,4,32.53
nand2,6,22.52
nor4,3,18.77
and3,6,40.03
nor3,6,30.03
o21ai,1,5.000
a21oi,5,28.78
and4,3,26.28
xnor2,7,61.31
edfxtp,1,30.03
nand4,5,46.29
clkbuf,1,3.750
nor2b,1,6.260
==> layout make-up <==
type / count / area [um2] / share of cell area, %
inverters: 4 / 15.01 / 1.164
clock buffers: 3 / 41.29 / 3.201
well taps: 96 / 120.1 / 9.311
multi-input cells: 85 / 579.3 / 44.91
flip-flops and latches: 25 / 510.5 / 39.57
clock inverters: 1 / 6.256 / 0.4850
repair buffers: 2 / 17.52 / 1.358
No activity file was given, so power comes from the tool's default toggle rates.
